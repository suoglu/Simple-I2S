### ./constraint.sdc
current_design bitClkGen

set clk_period 1.2
set clk_io_pct 0.2

create_clock -name clk0 -period $clk_period [get_ports {clk}]

set non_clock_inputs [all_inputs -no_clocks]
set_input_delay [expr $clk_period * $clk_io_pct] -clock clk0 $non_clock_inputs
set_output_delay [expr $clk_period * $clk_io_pct] -clock clk0 [all_outputs]
### ./design.v
module i2sMaster#(parameter DATASIZE = 12)(
  input rst,
  output BCLK_o,  
  output reg LRCLK,  
  output SDATA,
  input BCLK_i,  
  input [DATASIZE-1:0] rightAudio,
  input [DATASIZE-1:0] leftAudio,
  input enable,
  output reg RightNLeft);
  localparam COUNTERSIZE = $clog2(DATASIZE);
  localparam LEFT = 1'b0, RIGHT = 1'b1;
  reg [DATASIZE-1:0] dataBuff;
  wire updatePulse;
  reg [COUNTERSIZE-1:0] bitCounter;
  wire bitCounterDone;
  wire BCLK;
  assign BCLK = BCLK_i & enable;
  assign BCLK_o = BCLK;
  assign SDATA = dataBuff[DATASIZE-1];
  assign updatePulse = LRCLK ^ RightNLeft;
  always@(negedge BCLK)
    begin
      if(updatePulse)
        dataBuff[DATASIZE-1:0] <= (LRCLK == RIGHT) ? rightAudio : leftAudio;
      else
        dataBuff <= dataBuff << 1;
    end
  always@(negedge BCLK or posedge rst)
    begin
      if(rst)
        begin
          LRCLK <= LEFT;
        end
      else
        begin
          LRCLK <= (bitCounterDone) ? ~RightNLeft : LRCLK;
        end
    end
  assign bitCounterDone = bitCounter == (DATASIZE-1);
  always @(negedge BCLK or posedge rst) 
    begin
      if(rst)
        bitCounter <= DATASIZE-1;
      else
        bitCounter <= (bitCounterDone) ? {COUNTERSIZE{1'b0}} : (bitCounter + {{COUNTERSIZE-1{1'b0}}, 1'b1});
    end
  always@(negedge BCLK)
    begin
      RightNLeft <= LRCLK;
    end
endmodule
module bitClkGen #(parameter PERIOD = 1020, parameter CLKPERIOD = 10)(
  input clk,
  input rst,
  output reg BCLK);
  localparam CYCLESinHALFP = PERIOD / (2 * CLKPERIOD);
  localparam COUNTERSIZE = $clog2(CYCLESinHALFP-1);
  wire countDone;
  reg [COUNTERSIZE-1:0] counter;
  assign countDone = (counter == (CYCLESinHALFP-1));
  always@(posedge clk or posedge rst)
    begin
      if(rst)
        BCLK <= 1'd0;
      else
        BCLK <= (countDone) ? ~BCLK : BCLK;
    end
  always@(posedge clk)
    begin
      if(rst)
          counter <= {COUNTERSIZE{1'd0}};
      else
          counter <= (countDone) ? {COUNTERSIZE{1'd0}} : (counter + {{(COUNTERSIZE-1){1'd0}},1'd1});
    end
endmodule 
### ./run.sh
#!/bin/bash
# OpenROAD 26Q1-2900-gdf79404cd8, Yosys 0.63+post, stock flow scripts
make -C /OpenROAD-flow-scripts/flow DESIGN_CONFIG=/design/flow/config.mk WORK_HOME=/design/flow/orfs finish
### ./config.mk
export PLATFORM = sky130hd
export DESIGN_NAME = bitClkGen
export DESIGN_NICKNAME = bitClkGen
export VERILOG_FILES = /design/flow/design.v
export SDC_FILE = /design/flow/constraint.sdc
export NUM_CORES = 4
export LEC_CHECK = 1
export CORE_AREA = 10 10 70 70
export DIE_AREA = 0 0 80 80
==> notes.md <==
fresh numbers from the pnr run: chip width 80 um, mapped cell area around 290 um^2, Crit path required time 1.39 ns, Adder Area Share under 10%, first-pass GRT wire length approximately 820 um, relative slew slack between 80% and 90%, TritonCTS clock tree built, fraction of layout cells with a size suffix above 1 about a quarter, final worst-path cycle share 92.5%, Flop pwr share 50.5%, root buf cell clkbuf_4, chip area 0.00640 mm^2, Compound-Gate Fraction of Synth Area 6.52%, Slew Limit Fails 0, Seq share, synth between 50% and 60%, clk latency of the worst-skew pair 0.25 ns, buffers and inverters on the worst path 0, total power 499 uW, Vias per Instance 2.61, skew final between 0.001 and 0.0015 ns, # Max-Cap Violations 0, Worst setup SP type flop, Clock Path Buffers 2, GRT overflow 0, Post-Syn Instances 29, yosys xor share 12.2%, initial antenna violation count 0, Top cells excl fill/tap nor2_1 (6), dfxtp_1 (5), xor2_1 (3), clkbuf_4 (3), buf_4 (3), number of global-route vias before repair around 200, WP data arrival 1.30 ns, WL final 466 um, Clock power frac about 44%, final hold vios 0, CTS Sinks 7, PortBufs 2, clock-pin slew on the worst setup and hold paths 0.05 ns, area of the core between 0.003 and 0.004 mm^2, Final TNS setup 0 ns, cell area after layout approximately 410 um^2, syn avg cell area ~10 um^2, Psw 114 uW, CP endpoint kind flop, Setup CP Type flop to flop, GP Congestion slightly below 0.7, diode count 0, RSZ-0062 raised after global routing false, # rows 21, drt wl/cell around 5.5 um, Die Ht 80 um, area grow syn2layout 43.9%, yosys stat area between 200 and 300 um^2, DRT antenna net count 0, Reg2Reg Launch Point counter[2], Gate power share 5.6%, min-delay worst type primary input to asynchronous set/reset pin, # Cells Yosys 29, Crit path depth 3, crit-path cells nand3_2 > or3_1 > a21oi_2, P_leak 0.168 nW, # fillers 388, Syn. warnings 1, Unique cell types 15, router iterations before antenna repair 5, TritonCTS Buffers 3, Worst path max stage delay 0.43 ns, peak supply drop approximately 0.25 mV, Sw Share 22.8%, critical path fanouts, max 5, Setup crit start counter[2], R2R cell count 3, CP delay by family, top simple AND/OR/NAND/NOR gates, Ports 3, Worst-Margin Slew 0.202 ns, Logic family by area simple AND/OR/NAND/NOR gates, Starting Density 8.42%, Internal 385 uW, DRC Markers 0, Top cell excl fill/tap nor2_1, area of placed instances 380 um^2, PD cells between 1000 and 1500 mW/mm^2, vias 219, CP max-delay cell dfxtp_1, Hold Buf Count CTS 0, Simple-Gate Fraction of Synth Area 19.6%, Tmin final ~1.1 ns, status completed, Global Route Usage Sum roughly 1.5%, initial DRC count 32, H-tree Lvls 1, #FFs+latches synth 7, Max Clk Rate 900 MHz, Setup Viol. Count Final 0, largest net degree at the start of global routing 7, tool warnings 26, mux frac, synth 0%
-- power groups by stage --
stage	Sequential, mW	Combinational (mW)	Clock (mW)
final	0.252	0.0281	0.219
after global routing	0.253	0.0323	0.245
after CTS	0.252	0.0279	0.228
-- through the flow --
stage	hold slack, ns	worst slack (ns)	instances	util (%)
2_1_floorplan	-0.0244	0.0826	29	-
3_3_place_gp	0.455	0.0737	79	11.1
3_5_place_dp	0.463	0.0794	79	11.1
4_1_cts	0.236	0.0500	84	12.1
5_1_grt	0.263	0.00909	84	12.1
6_report	0.235	0.0895	84	12.1
-- area by class of cell --
type | count | area, um^2 | area share (%)
Inverter | 2 | 7.51 | 1.81
Clock buffer | 4 | 26.3 | 6.34
Timing Repair Buffer | 5 | 41.3 | 9.97
Multi-Input combinational cell | 20 | 135 | 32.6
Tap cell | 46 | 57.6 | 13.9
Sequential cell | 7 | 146 | 35.3
-- flip-flops by register name, indices dropped and copies added, names as in the netlist --
name,flops
counter,6
BCLK,1
-- per-layer routing --
metal	GRT usage [%]	vias up	share of wire [%]	routed length, um
li1	-	115	-	-
met1	1.88	96	46	216
met2	2.17	8	40	186
met3	1.25	0	14	63
met4	0	0	0	0
met5	0	-	0	0
-- worst paths after layout --
check,endpoint,slack (ns)
setup / recovery,counter[5],0.09
hold / removal,BCLK,0.24
setup reg to reg,counter[5],0.09
hold reg to reg,counter[0],0.44
max in group asynchronous,BCLK,0.88
min in group clk0,counter[0],0.44
-- Yosys cell counts (all sizes together) --
master,n,area (um^2)
dfxtp,6,120
nor2,6,22.5
xor2,3,26.3
ha,2,25.0
inv,2,7.51
nand3,2,15.0
o21ai,2,10.0
a21oi,1,8.76
dfrtp,1,25.0
nand2,1,3.75
nand4b,1,8.76
or3,1,6.26
xnor2,1,8.76
-- worst reg2reg max path, stage by stage (launching register included) --
cell and delay [ns]:
dfxtp_1 0.43, nand3_2 0.13, or3_1 0.37, a21oi_2 0.13
-- logic make-up after synthesis --
group,after synthesis
and+or+nand+nor,11
DFF,7
xor gates and xnor gates,4
AOI/OAI and AO/OA,3
buffers and inverters,2
adders and majority gates,2
-- repair_timing --
action,4_1_cts,5_1_grt
resized,1,1
buffers inserted,1,0
endpoints found under the setup margin,1,4
No activity file was given, so power comes from the tool's default toggle rates.
